$ cat ./config.mk
export PLATFORM = sky130hd
export DESIGN_NAME = ram_16x727
export DESIGN_NICKNAME = ram_16x727
export VERILOG_FILES = /design/flow/design.v
export SDC_FILE = /design/flow/constraint.sdc
export NUM_CORES = 4
export LEC_CHECK = 1
export CORE_UTILIZATION = 40
export SYNTH_MEMORY_MAX_BITS = 65536
$ cat ./constraint.sdc
current_design ram_16x727

set clk_period 228.0
set clk_io_pct 0.2

create_clock -name clk0 -period $clk_period [get_ports {R0_clk}]
create_clock -name clk1 -period $clk_period [get_ports {W0_clk}]

set non_clock_inputs [all_inputs -no_clocks]
set_input_delay [expr $clk_period * $clk_io_pct] -clock clk0 $non_clock_inputs
set_output_delay [expr $clk_period * $clk_io_pct] -clock clk0 [all_outputs]
$ cat ./design.v
module ram_16x727(
  input  [3:0]   R0_addr,
  input          R0_en,
                 R0_clk,
  output [726:0] R0_data,
  input  [3:0]   W0_addr,
  input          W0_en,
                 W0_clk,
  input  [726:0] W0_data
);
  reg [726:0] Memory[0:15];
  reg         _R0_en_d0;
  reg [3:0]   _R0_addr_d0;
  always @(posedge R0_clk) begin
    _R0_en_d0 <= R0_en;
    _R0_addr_d0 <= R0_addr;
  end  
  always @(posedge W0_clk) begin
    if (W0_en & 1'h1)
      Memory[W0_addr] <= W0_data;
  end  
  assign R0_data = _R0_en_d0 ? Memory[_R0_addr_d0] : 727'bx;
endmodule
$ cat ./run.sh
#!/bin/bash
# OpenROAD 26Q1-2900-gdf79404cd8, Yosys 0.63+post, stock flow scripts
make -C /OpenROAD-flow-scripts/flow DESIGN_CONFIG=/design/flow/config.mk WORK_HOME=/design/flow/orfs finish
==> run_results.csv <==
group,metric,value,unit
routing,firstDrtPassIters,7,
pwr,powerDensity,9.09,nW/um^2
worst_setup_path,endpoint_kind,"output pin",
worst_setup_path,required,182.40,ns
yosys,synth.cell_area,435000,sq um
yosys,synth.avg_cell_area,23.6,sq um
cts,clk_pin_slew,0.06,ns
hold_path,min_path_type,"input port to flop",
die,die_h,1040,um
placement,place.gp.congestion,0.830,
yosys,ys_seq_share,80.3,%
routing,drt_wl_total,1170000,um
die,core,1080000,sq um
run_status,outcome,"finished, final reports clean",
die,initial_core_util,40.2,%
cts,cts_hold_buf,0,
routing,drtAntennaViolNets,0,
yosys,synth_cell_type_count,20,
cells_and_area,layout_top_cell,"edfxtp_1",
cells_and_area,drive_above_1_share,23.0,%
timing,rsz0062_at_grt,"no",
run,warnings,29,
routing,drc_errors,0,
grt,overflow,0,
timing,maxSlewHeadroom,34.1,%
timing,finalSetupViolCount,0,
die,pin_count,1466,
cts,cts_tree,"yes",
grt,track_usage,23.6,%
worst_setup_path,path_class,"flop to output pin",
worst_setup_path,crit_arrival,8.44,ns
die,row_count,382,
worst_setup_path,critPathMaxFanout,46,
die,dieArea,1090000,sq um
routing,vias_per_cell,5.64,
timing,tightest_slew,0.985,ns
grt,grt_pass1_wl,1650000,um
placement,dp_hpwl,690000,um
timing,finalMaxSlewViolations,0,
yosys,ys_chip_area,435000,sq um
yosys,yosysWarnings,1,
routing,drtIter0Drc,13700,
cells_and_area,combGateArea,80700,sq um
cts,clock-sinks,11600,
cells_and_area,fillers,86400,
routing,vias,205000,
placement,placed_area,469000,sq um
routing,wl_per_cell,32.2,um
pwr,cellLeakagePower,161,nW
grt,antenna_found_initial,438,
die,die_w,1040,um
placement,io_buffers,1463,
grt,first_global_vias,226000,
cts,ctsResizeCount,0,
timing,tns,0,ns
run,cap_violations,0,
cells_and_area,areaGrowthSynthToFinish,16.9,%
yosys,syn_inst,18400,
cells_and_area,fin_area,509000,sq um
cells_and_area,regArea,349000,sq um
timing,hold_violations,0,
grt,grt_max_degree,99,
cells_and_area,final_cell_mix,"edfxtp_1, mux4_2, a22oi_1",
worst_setup_path,critPathLaunchType,"flop",
pwr,peakVddDrop,7.19,uV
cts,cts_setup_buffers,0,
yosys,ys_ff,11600,
yosys,ys_cells,18400,
## worst max-delay path, stage by stage, from the launching register on
cell	delay, ns
dfxtp_4	0.50
buf_4	0.54
buf_4	0.66
buf_4	0.68
buf_4	0.65
buf_4	0.62
buf_4	0.60
buf_4	0.58
buf_4	0.66
buf_4	0.64
buf_4	0.58
mux4_2	0.40
a22oi_1	0.21
nand2_1	0.08
clkdlybuf4s50_1	0.42
## cell usage after synthesis (all sizes together)
| cell type | number | area (sq um) |
|---|---|---|
| edfxtp | 11600 | 349000 |
| mux4 | 2590 | 58300 |
| a22oi | 1611 | 12100 |
| nand2 | 728 | 2730 |
| buf | 642 | 3740 |
| mux2i | 636 | 6370 |
| clkbuf | 381 | 1430 |
| nand3 | 162 | 811 |
| nor2 | 17 | 63.8 |
| nor2b | 7 | 43.8 |
| nand2b | 6 | 37.5 |
| dfxtp | 4 | 80.1 |
| nor3 | 4 | 20.0 |
| and2 | 3 | 18.8 |
| nand3b | 2 | 15.0 |
| and2b | 1 | 7.51 |
| or3b | 1 | 8.76 |
## flip-flops by register name, indices dropped and copies added (netlist names)
name	flops
_R0_addr_d0	4
Memory	11632
## where the power goes
group	total [mW]	internal, mW	switching, mW
sequential	2.41	2.40	0.00890
clock	1.96	1.15	0.804
combinational	0.258	0.106	0.152
## per-stage QoR
stage | cells | total power [mW] | setup slack (ns) | hold slack, ns | util, %
2_1_floorplan | 18400 | 2.61 | 129.95 | 45.63 | -
3_3_place_gp | 34000 | 2.71 | 174.06 | 46.04 | 43.3
3_5_place_dp | 34000 | 2.71 | 174.07 | 46.04 | 43.3
4_1_cts | 36200 | 4.66 | 173.74 | 45.10 | 46.9
5_1_grt | 36400 | 4.76 | 173.40 | 45.14 | 47.0
6_report | 36400 | 4.62 | 173.96 | 45.19 | 47.0
## cell families (layout without fill, tap and decap cells)
group           after synthesis  count (layout)  share of synthesized area (%)
flops                     11600           11600                           80.3
other cells                   0             212                              0
compound gates             1611            1611                           2.78
simple gates                931             931                          0.864
buf+inv                    1023            4409                           1.19
mux                        3226            3226                           14.9
## per-layer routing
layer	wire, um	part of all wire, %	vias to the layer above	GRT usage, %
li1	-	-	84500	-
met1	353000	30	104000	27.0
met2	547000	47	14300	33.8
met3	222000	19	2322	19.6
met4	46200	3.9	314	7.47
met5	3690	0.31	-	2.73
## cell type report
class	count	area share (%)
clock buffer	1566	6.60
multi-input combinational	5768	15.9
antenna	212	0.104
timing repair buffer	2223	4.08
clock inverter	620	1.11
sequential	11600	68.7
tap	14400	3.54
## worst paths after layout
check / start / endpoint / slack [ns] / cells past startpoint
setup / recovery: _R0_addr_d0[1]$_DFF_P_ / R0_data[543] / 173.96 / 14
hold / removal: W0_data[624] / Memory[4][624]$_DFFE_PP_ / 45.19 / 2
min in group clk0: R0_addr[1] / _R0_addr_d0[1]$_DFF_P_ / 45.81 / 1
max in group clk1: W0_addr[1] / Memory[7][614]$_DFFE_PP_ / 177.38 / 10
No activity file was given, so power comes from the tool's default toggle rates.
