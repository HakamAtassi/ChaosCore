==> ./design.v <==
module ram_16x744(
  input  [3:0]   R0_addr,
  input          R0_en,
                 R0_clk,
  output [743:0] R0_data,
  input  [3:0]   W0_addr,
  input          W0_en,
                 W0_clk,
  input  [743:0] W0_data
);
  reg [743:0] Memory[0:15];
  reg         _R0_en_d0;
  reg [3:0]   _R0_addr_d0;
  always @(posedge R0_clk) begin
    _R0_en_d0 <= R0_en;
    _R0_addr_d0 <= R0_addr;
  end  
  always @(posedge W0_clk) begin
    if (W0_en & 1'h1)
      Memory[W0_addr] <= W0_data;
  end  
  assign R0_data = _R0_en_d0 ? Memory[_R0_addr_d0] : 744'bx;
endmodule
==> ./run.sh <==
#!/bin/bash
# OpenROAD 26Q1-2900-gdf79404cd8, Yosys 0.63+post, stock flow scripts
make -C /OpenROAD-flow-scripts/flow DESIGN_CONFIG=/design/flow/config.mk WORK_HOME=/design/flow/orfs finish
==> ./config.mk <==
export PLATFORM = sky130hd
export DESIGN_NAME = ram_16x744
export DESIGN_NICKNAME = ram_16x744
export VERILOG_FILES = /design/flow/design.v
export SDC_FILE = /design/flow/constraint.sdc
export NUM_CORES = 4
export LEC_CHECK = 1
export CORE_UTILIZATION = 50
export SYNTH_MEMORY_MAX_BITS = 65536
==> ./constraint.sdc <==
current_design ram_16x744

set clk_period 233.4
set clk_io_pct 0.2

create_clock -name clk0 -period $clk_period [get_ports {R0_clk}]
create_clock -name clk1 -period $clk_period [get_ports {W0_clk}]

set non_clock_inputs [all_inputs -no_clocks]
set_input_delay [expr $clk_period * $clk_io_pct] -clock clk0 $non_clock_inputs
set_output_delay [expr $clk_period * $clk_io_pct] -clock clk0 [all_outputs]
==> results.txt <==
Ports: 1500
register share after synthesis: 0.803
slowest CP cell: dfxtp_4
DR pass1 iterations: 8
Lkg Pwr: 163 nW
die width: 946 µm
Max-cap violations: 0
IO buf count: 1497
setup_tns: 0 ns
ANT nets after route: 0
area leader, netlist: edfxtp_1
Yosys Chip Area: 446000 µm²
CP required: 186.72 ns
yosys warns: 1
GRT Util Overall: 0.296
Worst-path clk slew: 0.06 ns
Synth-to-Final Area Change: 15.4%
register bit total from synthesis: 11900
drt drc: 0
Synth Instances: 18900
WS Path Type: flip-flop to output port
vias: 209000
Slew Limit Fails: 0
post-cts sizing count: 0
Pwr Density: 8.79 nW/µm²
Buf+Inv Stages, Crit Path: 11
Fin. Hold Viols: 0
die area: 895000 µm²
Top Family by Delay on Critical Path: buffers and inverters
Setup crit start: _R0_addr_d0[0]
Via density: 6.11
Placed Cells: 31900
Fillers: 62100
Layout Cells excl Fill: 34300
fp util: 0.502
Final Setup Violations: 0
Yosys Instances: 18900
FP Rows: 346
total grt overflow: 0
Core Area: 888000 µm²
Iteration-0 DRC Markers: 13900
CTS tree: yes
Rel. slew slack: 0.333
Post-CTS Hold Buffers: 0
CP startpoint kind: flip-flop
largest net degree at the start of global routing: 103
HPWL Detailed: 679 mm
synth top area cells: edfxtp_1 (80%), mux4_2 (13%), a22oi_1 (2.8%)
RD Place Congestion: 0.834
CP Max Fanout: 74
crit end category: output port
unique cell type count in the Yosys netlist: 21
outcome: finished, final reports clean
CP most frequent cell: buf_4
DIE HEIGHT: 946 µm
pre-CTS WS: 177.57 ns
first-pass GRT wire length: 1650 mm
hold path start: W0_data[425]
vias in the first global route: 229000
RSZ-0062 raised after global routing: false
count of tool warnings: 32
DRT Wirelength: 1160 mm
Top cell area share: 0.802
critical path, cell by cell: buf_4 > buf_4 > buf_12 > buf_4 > buf_4 > buf_4 > buf_4 > buf_4 > buf_4 > buf_4 > mux4_2 > a22oi_1 > nand2_1 > clkdlybuf4s50_1
mapped cell area: 446000 µm²
post-CTS setup buffer count: 0
Mapped Avg Cell Area: 23.6 µm²
WL per Instance: 33.9 µm
Hold/Removal Path Class: input pin to flip-flop
initial antenna violation count: 427
CP arrival: 9.02 ns
Max stage delay on crit path: 0.74 ns
final worst slack: 177.70 ns
Slew @ Worst Pin: 0.998 ns
share of cells above drive strength 1: 0.224
Max VDD drop: 0.00000774 V
hold_ws: 46.32 ns
Num Clock Sinks: 11900
-- power breakdown --
| group | switching [mW] | internal, mW | total [mW] |
|---|---|---|---|
| combinational | 0.149 | 0.106 | 0.255 |
| sequential | 0.00906 | 2.40 | 2.41 |
| clock | 0.784 | 1.08 | 1.86 |
| total | 0.942 | 3.58 | 4.52 |
-- area by class of cell --
cell class,count,area [µm²],area share
flip-flops and latches,11900,358000,0.695
diodes,173,433,0.000842
multi-input cells,5923,82700,0.161
clock inverters,589,4400,0.00855
clock buffers,1586,33500,0.0650
repair buffers,2239,21000,0.0408
well taps,11800,14800,0.0288
-- registers in the layout (all words and copies together) (netlist names) --
register and flops:
Memory 11904, _R0_addr_d0 4
-- routing by layer --
metal	wire (µm)	GRT usage
met5	2650	0.0153
met1	354000	0.385
met2	556000	0.418
met3	206000	0.227
met4	43600	0.0865
-- logic make-up after synthesis --
group / share of synthesized area
and+or+nand+nor: 0.00868
DFF: 0.803
muxes: 0.149
buffers and inverters: 0.0123
AOI/OAI and AO/OA: 0.0279
-- worst paths after layout --
path,endpoint,slack (ns),cells after the start
max in group clk1,Memory[10][428],181.99,10
min in group clk0,_R0_addr_d0[2],46.90,1
min,Memory[1][425],46.32,2
max,R0_data[571],177.70,14
-- stage by stage --
stage / area [µm²] / power (mW) / utilization
floorplan: 446000 / 2.61 / -
global placement: 476000 / 2.71 / 0.536
detailed placement: 476000 / 2.71 / 0.536
CTS: 514000 / 4.56 / 0.579
global route: 514000 / 4.66 / 0.579
finish: 514000 / 4.52 / 0.579
-- cell usage in the layout (no fill, tap or decap), drive strengths merged --
cell,synthesis,routed
or3b,1,1
diode,0,173
nand3b,2,2
clkdlybuf4s50,0,1497
nor3,4,4
nor2b,8,8
and2,3,3
nor2,17,17
clkbuf,353,1586
edfxtp,11900,11900
nand2b,6,6
bufinv,0,60
dfxtp,4,4
mux2i,672,672
clkinvlp,0,12
inv,0,26
a22oi,1654,1654
mux4,2640,2640
nand2,745,745
clkinv,0,491
buf,697,742
nand3,171,171
-- synthesized netlist by cell type --
library cell	instances
nand2_1	745
nor2b_1	8
clkbuf_4	2
or3b_2	1
dfxtp_1	4
and2_1	3
mux2i_1	672
clkbuf_1	351
nor3_1	4
nand2b_1	6
edfxtp_1	11900
buf_2	287
buf_4	105
nor2_1	16
mux4_2	2640
buf_1	199
nand3_1	171
buf_6	106
a22oi_1	1654
nor2_2	1
nand3b_1	2
Power is estimated from default activity; no workload was simulated.
