File: ./constraint.sdc
current_design icache_ReadWriteSmem

set clk_period 494.1
set clk_io_pct 0.2

create_clock -name clk0 -period $clk_period [get_ports {clock}]

set non_clock_inputs [all_inputs -no_clocks]
set_input_delay [expr $clk_period * $clk_io_pct] -clock clk0 $non_clock_inputs
set_output_delay [expr $clk_period * $clk_io_pct] -clock clk0 [all_outputs]
File: ./design.v
module icache_ReadWriteSmem(
  input          clock,
                 io_wr_en,
  input  [5:0]   io_addr,
  input  [20:0]  io_data_in_tag,
  input  [255:0] io_data_in_data,
  output         io_data_out_valid,
  output [20:0]  io_data_out_tag,
  output [255:0] io_data_out_data
);
  wire [277:0] _mem_ext_R0_data;
  mem_64x278 mem_ext (
    .R0_addr (io_addr),
    .R0_en   (1'h1),
    .R0_clk  (clock),
    .R0_data (_mem_ext_R0_data),
    .W0_addr (io_addr),
    .W0_en   (io_wr_en),
    .W0_clk  (clock),
    .W0_data ({io_data_in_data, io_data_in_tag, 1'h1})
  );
  assign io_data_out_valid = _mem_ext_R0_data[0];
  assign io_data_out_tag = _mem_ext_R0_data[21:1];
  assign io_data_out_data = _mem_ext_R0_data[277:22];
endmodule
module mem_64x278(
  input  [5:0]   R0_addr,
  input          R0_en,
                 R0_clk,
  output [277:0] R0_data,
  input  [5:0]   W0_addr,
  input          W0_en,
                 W0_clk,
  input  [277:0] W0_data
);
  reg [277:0] Memory[0:63];
  reg         _R0_en_d0;
  reg [5:0]   _R0_addr_d0;
  always @(posedge R0_clk) begin
    _R0_en_d0 <= R0_en;
    _R0_addr_d0 <= R0_addr;
  end  
  always @(posedge W0_clk) begin
    if (W0_en & 1'h1)
      Memory[W0_addr] <= W0_data;
  end  
  assign R0_data = _R0_en_d0 ? Memory[_R0_addr_d0] : 278'bx;
endmodule
File: ./config.mk
export PLATFORM = sky130hd
export DESIGN_NAME = icache_ReadWriteSmem
export DESIGN_NICKNAME = icache_ReadWriteSmem
export VERILOG_FILES = /design/flow/design.v
export SDC_FILE = /design/flow/constraint.sdc
export NUM_CORES = 4
export LEC_CHECK = 1
export CORE_UTILIZATION = 30
export SYNTH_MEMORY_MAX_BITS = 65536
File: ./run.sh
#!/bin/bash
# OpenROAD 26Q1-2900-gdf79404cd8, Yosys 0.63+post, stock flow scripts
make -C /OpenROAD-flow-scripts/flow DESIGN_CONFIG=/design/flow/config.mk WORK_HOME=/design/flow/orfs finish
==> notes.md <==
Quick summary of the implementation run below.

The iteration tally of the first detailed-router pass came out at 6. The die is around 1.5 mm wide. The share of the core filled with cells in the final layout came out at 34.7%. The global router's overall resource usage is between 10% and 20%. The pin slew with the least headroom to its limit came out at 1.49 ns. For this run, the number of Yosys warnings is 1. The type of element capturing the critical path is an output pin. met2 is the most crowded layer. The relative slew slack came out at 0.356%. Post-CTS repair changed the size of 0 cells.

Looking at the critical path, the highest net fanout was 93. Per the CTS log, the buffer count on the longest clock path is 6. Summed over all nets, the half-perimeter wirelength after detailed placement is 1130 mm. The cell-internal power came out at 2440 uW. The longest individual stage delay on the worst path is about 0.82 ns.

The maximum vdd ir drop is 0.00363 mV. The report lists the power per cell area as 4.03 nW/um^2. The global routing report lists met2 layer usage as 27.5%. The clock edge transition at the registers on the reported setup and hold paths came out at approximately 0.06 ns.

At the floorplan stage, the core utilization is reported as 30.1%. Per the final layout report, the fraction of cells sized above drive strength 1 comes to 28.7%. The number of buffers and inverters on the critical path came out at 10. The total tool warning count came out at 27. The number of library cell types mapped by synthesis is 32. The number of synthesized register bits is around 18,000. The DRC violation count after routing is 0. The final critical path takes up 22.1% of the cycle. The dominant kind of combinational cell is multiplexers. The register with the highest flop count is mem_ext.Memory.

Listed in order, past its start point the critical path passes buf_4 > buf_4 > buf_4 > buf_4 > buf_4 > buf_4 > buf_4 > buf_12 > buf_4 > mux4_2 > o22ai_1 > a211oi_1 > o21ai_0 > a31oi_1 > clkdlybuf4s50_1. The switching component of the power was reported as 658 uW. The placer congestion estimate came out at 0.818. Per the final report, max-transition violations number 0. Setup repair after global routing left no endpoint under its margin. Per STA, the library cell used most along the worst path is sky130_fd_sc_hd__buf_4. In the post-route report, total wirelength is listed as 1940 mm. The worst min-delay path category is in -> reg. The run finished, with violations left. The via count of the first global-routing pass came out at 351,000. The required time reported for the critical path endpoint is 395.28 ns.

For this run, the detailed router reports a per-instance via density of 5.15. The worst setup path is launched from a register. The family of cells with the greatest summed delay on the critical path is buffers and inverters. The total core area came out at around 2,200,000 um^2. The final setup TNS is 0 ns.

The flip-flop count of the largest register, all copies and words added came out at 17,700. The boundary pin count is 563. The leakage power in the latest report is about 0.24 uW.

The overall chip area came out at 2,230,000 um^2. The count of maximum capacitance violations is 1. The growth of design area from synthesis to finish came out at 15.5%. The instance count of the mapped netlist came out at 27,500. The maximum number of pins on one net before global-route repair is about 97. Counting endpoints that fail hold in the final report gives 0. The final setup violation count came out at 0.

The final antenna-violating net count came out at 0. The simple-gate portion of the synthesized area came out at 0.414%. The detailed-route via count came out at roughly 310k. The clock sink count came out at 17,700. The remaining global-route overflow is 0. The number of buffers added by the clock tree synthesis step is 1,697. Of the total synthesized cell area, the portion taken by full adders, half adders and majority gates is 0%. Sequential cells were found to cover roughly 80% of the synthesized design area.

The flow reports that the clock network draws 41.1% of the design power. The maximum clock frequency is 9.15 MHz. The and-or/or-and share of the synthesized area is 2.59%. The first global-routing pass estimated 2690 mm of wire.

The total number of placement rows is 547. CTS built an H-tree with a depth of 7. The hold path depth came out at 1. For this block, the initial DRC count from the detailed router was 20,800. In this run the post-CTS setup repair buffer count came out at 0. Global routing consumed, on the met3 layer, a little under a fifth of the routing resources. For this run, the chip area from Yosys synthesis comes to 667,000 um^2.

All stages included, the depth of the critical timing path comes to 15. The final reports fail on capacitance limit. The clock period minus final worst setup slack is roughly 110 ns. The switching portion of total power comes to around a fifth. The yosys stat cell total is 27,500. According to the floorplan report, the die height is approximately 1.5 mm.

The slowest cell on the critical path is sky130_fd_sc_hd__buf_4. Summing every instance area after synthesis gives 667,000 um^2. Input and output buffers added on the ports amount to 561. The CTS tree is yes. The largest area contributor in the netlist is sky130_fd_sc_hd__edfxtp_1. The registers reported with the highest flop counts are mem_ext.Memory x17728.

The share of total power in sequential cells is 53.8%. The synthesized area divided by synthesized cell count came out at 24.3 um^2. In the final routed layout, each cell accounts on average for 31.9 um.

The mux cell area share after synthesis came out at 16.0%. Per the cell usage report, the commonest logic cells after layout are 17,700 x sky130_fd_sc_hd__edfxtp_1, 4,432 x sky130_fd_sc_hd__mux4_2, 1,762 x sky130_fd_sc_hd__buf_4. In this run the clock root is driven by a sky130_fd_sc_hd__clkbuf_16. The worst setup path is of the reg -> out kind.

The share of synthesized area in the top cell type comes to 79.8%. The initial antenna violation count came out at between 150 and 200. By area the synthesized netlist is led by sky130_fd_sc_hd__edfxtp_1 80%, sky130_fd_sc_hd__mux4_2 15%, sky130_fd_sc_hd__a22oi_1 1.2%. The xor and xnor area share after synthesis is 0%. Per the hold report, the tightest min-delay path originates at io_data_in_data[187]. The hold buffer count at CTS is 0. The share of power burned in combinational logic is 5.1%. By instance count after routing, the leading logic cell type is sky130_fd_sc_hd__edfxtp_1. The critical path arrival came out at approximately 11 ns. The met1 global-route usage is about 17%.
metal layers:
metal | vias up | share of wire (%)
met1 | 157000 | 27
li1 | 125000 | -
met4 | 187 | 4.3
met2 | 26700 | 47
met5 | - | 0.26
met3 | 3828 | 22
Yosys cell counts:
cell,count
sky130_fd_sc_hd__or2_2,2
sky130_fd_sc_hd__conb_1,1
sky130_fd_sc_hd__a211oi_1,206
sky130_fd_sc_hd__nand4_1,2
sky130_fd_sc_hd__nor2b_1,9
sky130_fd_sc_hd__nand4b_1,1
sky130_fd_sc_hd__o221ai_1,70
sky130_fd_sc_hd__mux2i_1,688
sky130_fd_sc_hd__and4_1,1
sky130_fd_sc_hd__nand3b_1,4
sky130_fd_sc_hd__nand3_1,353
sky130_fd_sc_hd__clkbuf_1,559
sky130_fd_sc_hd__or3_1,3
sky130_fd_sc_hd__nor2_1,66
sky130_fd_sc_hd__buf_1,76
sky130_fd_sc_hd__buf_4,126
sky130_fd_sc_hd__buf_6,6
sky130_fd_sc_hd__or3b_2,5
sky130_fd_sc_hd__buf_2,822
sky130_fd_sc_hd__mux4_2,4432
sky130_fd_sc_hd__nor3_1,2
sky130_fd_sc_hd__o22ai_1,556
sky130_fd_sc_hd__and2_1,3
sky130_fd_sc_hd__o21ai_0,278
sky130_fd_sc_hd__a211o_1,70
sky130_fd_sc_hd__and3_1,70
sky130_fd_sc_hd__nand2b_1,9
sky130_fd_sc_hd__a22oi_1,1108
sky130_fd_sc_hd__a31oi_1,206
sky130_fd_sc_hd__nand2_1,9
sky130_fd_sc_hd__edfxtp_1,17700
sky130_fd_sc_hd__dfxtp_1,6
path summary, 6_finish.rpt:
check	slack [ns]	endpoint
worst max-delay path	384.78	io_data_out_data[90]
worst min-delay path	97.74	mem_ext.Memory[8][209]$_DFFE_PP_
kinds of logic after synthesis:
family / count (synthesis)
and+or+nand+nor: 539
DFF: 17700
muxes: 5120
buffers and inverters: 1589
other: 1
AOI/OAI and AO/OA: 2494
layout make-up:
type | count | area (um^2)
Antenna cell | 134 | 335
Timing Repair Buffer | 2390 | 18800
Tap cell | 29400 | 36700
Clock buffer | 2028 | 44100
Fill cell | 199000 | 1450000
Sequential cell | 17700 | 532000
Multi-Input combinational cell | 8154 | 127000
Clock inverter | 1053 | 9850
power by group through the flow:
stage / Combinational [uW] / Clock [uW] / Sequential (uW)
finish: 158 / 1280 / 1670
global route: 171 / 1350 / 1670
CTS: 162 / 1300 / 1670
through the flow:
step	total power [uW]	worst slack (ns)	area, um^2	instances	hold slack (ns)
finish	3100	384.78	770000	60900	97.74
global route	3190	384.14	770000	60800	97.71
CTS	3130	384.59	769000	60700	97.62
detailed placement	1860	386.16	715000	57600	99.10
global placement	1860	386.09	715000	57600	99.11
floorplan	1780	374.87	667000	27500	98.85
Power and IR drop assume default switching activity.
