==> ./config.mk <==
export PLATFORM = sky130hd
export DESIGN_NAME = ram_16x690
export DESIGN_NICKNAME = ram_16x690
export VERILOG_FILES = /design/flow/design.v
export SDC_FILE = /design/flow/constraint.sdc
export NUM_CORES = 4
export LEC_CHECK = 1
export CORE_UTILIZATION = 30
export SYNTH_MEMORY_MAX_BITS = 65536
==> ./constraint.sdc <==
current_design ram_16x690

set clk_period 216.5
set clk_io_pct 0.2

create_clock -name clk0 -period $clk_period [get_ports {R0_clk}]
create_clock -name clk1 -period $clk_period [get_ports {W0_clk}]

set non_clock_inputs [all_inputs -no_clocks]
set_input_delay [expr $clk_period * $clk_io_pct] -clock clk0 $non_clock_inputs
set_output_delay [expr $clk_period * $clk_io_pct] -clock clk0 [all_outputs]
==> ./design.v <==
module ram_16x690(
  input  [3:0]   R0_addr,
  input          R0_en,
                 R0_clk,
  output [689:0] R0_data,
  input  [3:0]   W0_addr,
  input          W0_en,
                 W0_clk,
  input  [689:0] W0_data
);
  reg [689:0] Memory[0:15];
  reg         _R0_en_d0;
  reg [3:0]   _R0_addr_d0;
  always @(posedge R0_clk) begin
    _R0_en_d0 <= R0_en;
    _R0_addr_d0 <= R0_addr;
  end  
  always @(posedge W0_clk) begin
    if (W0_en & 1'h1)
      Memory[W0_addr] <= W0_data;
  end  
  assign R0_data = _R0_en_d0 ? Memory[_R0_addr_d0] : 690'bx;
endmodule
==> ./run.sh <==
#!/bin/bash
# OpenROAD 26Q1-2900-gdf79404cd8, Yosys 0.63+post, stock flow scripts
make -C /OpenROAD-flow-scripts/flow DESIGN_CONFIG=/design/flow/config.mk WORK_HOME=/design/flow/orfs finish
==> impl_metrics.json <==
{
  "power_density_nw_per_um2": 9.42,
  "synth_cells": 17500,
  "ys_sh_mux": 0.152,
  "min_from": "W0_data[129]",
  "crit_fanout": 74,
  "first_global_vias": 215000,
  "chip_area_um2": 1390000,
  "cts_hold_buf": 0,
  "path_clk_slew_ps": 60,
  "peakVddDrop_v": 0.00000763,
  "post_cts_buffers": 0,
  "yosys_area_um2": 415000,
  "setup_tns_ps": 0,
  "edf_count": 11000,
  "vias": 195000,
  "async_flop_share": 0,
  "yosys_warnings": 1,
  "synth.distinct_cells": 24,
  "p_int_mw": 3.66,
  "gp_congestion": 0.819,
  "crit_family": "buffers and inverters",
  "coreArea_um2": 1380000,
  "drt-total-wl_um": 1130000,
  "grt_pass1_wl_um": 1580000,
  "synth_area_um2": 415000,
  "synth.ff_latch_count": 11000,
  "max-slew-margin-rel": 0.331,
  "fp.dieW_um": 1180,
  "drt_iter0_markers": 11900,
  "cts_resized": 0,
  "cp.depth": 13,
  "wl_per_cell_um": 28.8,
  "worst_slew_pin_slew_ps": 1000,
  "crit_type": "flip-flop to primary output",
  "status": "finished, final reports clean",
  "yosysTopAreaCellShare": 0.798,
  "crit_top_cell": "buf_4",
  "grt_antenna_before_repair": 422,
  "grt_max_degree": 102,
  "remaining_drc_errors": 0,
  "grt_util_all_layers": 0.173,
  "crit_path_end_kind": "primary output",
  "io_pins": 1392,
  "synth_area_leader_cell": "edfxtp_1",
  "drive_gt1_frac": 0.208,
  "topCellsByArea": "edfxtp_1, mux4_2, mux4_1",
  "cp.required_ps": 173200,
  "dpl_cell_area_um2": 453000,
  "finalPower_mw": 4.63,
  "design_area_um2": 491000,
  "max_stage_delay_ps": 800,
  "slowest_stage": "dfxtp_4",
  "setup_viol": 0,
  "compound_area_frac": 0.0276,
  "detail-route-antenna-nets": 0,
  "ys_sh_simple": 0.00859,
  "initial_core_util": 0.301,
  "start_kind": "flip-flop",
  "die_y_um": 1180,
  "xor_share": 0,
  "ys_cells": 17500,
  "hold_viol_final": 0,
  "syn_to_final_growth_pct": 18.2,
  "clock_sinks": 11000,
  "p_leak_nw": 155,
  "pre_cts_ws_ps": 164790,
  "synth_area_per_cell_um2": 23.8,
  "p_sw_uw": 964,
  "slew_violations": 0,
  "top_cells_by_count": "edfxtp_1, mux4_2, a22oi_1",
  "gr-total-overflow": 0,
  "max-cap-violations": 0,
  "hold_class": "input pin to flip-flop",
  "first_pass_iters": 8,
  "worstPathCellList": "buf_4, buf_4, buf_4, buf_4, buf_4, buf_12, buf_4, buf_4, buf_4, mux4_1, a22oi_1, nand2_1, clkdlybuf4s50_1",
  "crit_buf_inv": 10,
  "hpwl_um": 672000,
  "ys_seq_frac": 0.799,
  "arrival_ps": 8390,
  "ys_sh_adder": 0,
  "rsz0062_at_grt": "no",
  "clkPwrFrac": 0.424,
  "worst_slack_ps": 164810,
  "cts_tree": "done",
  "port_buffers": 1389,
  "startpoint": "_R0_addr_d0[0]$_DFF_P_",
  "switching_share": 0.208,
  "top_cell": "edfxtp_1",
  "synthFlopType": "edfxtp_1",
  "logic_family": "multiplexers",
  "viasPerCell": 4.97,
  "critPathCapture": "R0_data[437]",
  "power_frac_comb": 0.055,
  "seq_power_share": 0.520,
  "rows": 431,
  "warnings": 32
}
cells by family after synthesis:
kind of cell | after synthesis
flip-flops | 11000
multiplexers | 3056
AND-OR/OR-AND | 1526
buffers and inverters | 969
AND/OR/NAND/NOR | 883
registers in the layout, indices dropped and copies added, names as in the netlist:
signal and flops:
_R0_addr_d0 4, Memory 11040
cells in the final DEF, fill, tap and decap left out, types with 3 or more instances in the layout:
cell	instances
clkinv_1	254
nor2_4	16
edfxtp_1	11000
clkinv_4	12
inv_6	26
dfxtp_4	4
nor2b_4	7
clkinvlp_4	19
and2_4	3
clkbuf_1	243
nand2_1	691
diode_2	196
nand3_1	151
clkbuf_16	1256
nand2b_1	6
buf_12	49
clkinv_2	176
bufinv_16	85
buf_4	671
mux2i_1	592
clkdlybuf4s50_1	1389
mux4_2	1968
nor3_2	4
mux4_1	496
a22oi_1	1526
clkinv_8	12
worst min-delay path by stage:
stage / to / slack (ps) / cells after the start
final: Memory[9][129]$_DFFE_PP_ / 42940 / 1
after global routing: Memory[5][178]$_DFFE_PP_ / 42870 / 1
after CTS: Memory[4][519]$_DFFE_PP_ / 42800 / 1
power by group through the flow:
stage                 sequential [mW]  combinational, mW  clock, mW
after CTS                        2.41              0.262       2.00
after global routing             2.41              0.275       2.08
final                            2.41              0.257       1.96
metal layers:
metal | routed length (um) | part of all wire | track usage | up-vias
met1 | 337000 | 0.30 | 0.173 | 98600
met5 | 1980 | 0.0018 | 0.00404 | -
met4 | 55300 | 0.049 | 0.0679 | 290
met2 | 543000 | 0.48 | 0.264 | 13200
li1 | - | - | - | 80700
met3 | 194000 | 0.17 | 0.138 | 2267
cell type report:
type                            instances  area (um^2)
Fill cell                          124000       887000
Sequential cell                     11000       332000
Multi-Input combinational cell       5465        78500
Clock buffer                         1499        32300
Tap cell                            18400        23000
Timing Repair Buffer                 2109        19900
Clock inverter                        585         5080
Antenna cell                          196          490
stage by stage:
| step | hold slack, ps | instances | utilization |
|---|---|---|---|
| 2_1_floorplan | 43330 | 17500 | - |
| 3_3_place_gp | 43740 | 37000 | 0.329 |
| 3_5_place_dp | 43740 | 37000 | 0.329 |
| 4_1_cts | 42800 | 39100 | 0.356 |
| 5_1_grt | 42870 | 39200 | 0.356 |
| 6_report | 42940 | 39300 | 0.356 |
Power figures rest on the tool's default switching activity, not on a simulated workload.
