<file path="design/flow/config.mk">
export PLATFORM = sky130hd
export DESIGN_NAME = ram_16x743
export DESIGN_NICKNAME = ram_16x743
export VERILOG_FILES = /design/flow/design.v
export SDC_FILE = /design/flow/constraint.sdc
export NUM_CORES = 4
export LEC_CHECK = 1
export CORE_UTILIZATION = 30
export SYNTH_MEMORY_MAX_BITS = 65536
</file>
<file path="design/flow/constraint.sdc">
current_design ram_16x743

set clk_period 310.7
set clk_io_pct 0.2

create_clock -name clk0 -period $clk_period [get_ports {R0_clk}]
create_clock -name clk1 -period $clk_period [get_ports {W0_clk}]

set non_clock_inputs [all_inputs -no_clocks]
set_input_delay [expr $clk_period * $clk_io_pct] -clock clk0 $non_clock_inputs
set_output_delay [expr $clk_period * $clk_io_pct] -clock clk0 [all_outputs]
</file>
<file path="design/flow/design.v">
module ram_16x743(
  input  [3:0]   R0_addr,
  input          R0_en,
                 R0_clk,
  output [742:0] R0_data,
  input  [3:0]   W0_addr,
  input          W0_en,
                 W0_clk,
  input  [742:0] W0_data
);
  reg [742:0] Memory[0:15];
  reg         _R0_en_d0;
  reg [3:0]   _R0_addr_d0;
  always @(posedge R0_clk) begin
    _R0_en_d0 <= R0_en;
    _R0_addr_d0 <= R0_addr;
  end  
  always @(posedge W0_clk) begin
    if (W0_en & 1'h1)
      Memory[W0_addr] <= W0_data;
  end  
  assign R0_data = _R0_en_d0 ? Memory[_R0_addr_d0] : 743'bx;
endmodule
</file>
<file path="design/flow/run.sh">
#!/bin/bash
# OpenROAD 26Q1-2900-gdf79404cd8, Yosys 0.63+post, stock flow scripts
make -C /OpenROAD-flow-scripts/flow DESIGN_CONFIG=/design/flow/config.mk WORK_HOME=/design/flow/orfs finish
</file>
==> impl_metrics.tcl <==
# collected from the flow reports
set metrics [dict create \
    status "complete, no violations" \
    ys_area_um2 444000 \
    synth_top_area_share_pct 80.4 \
    synth_area_um2 444000 \
    tritoncts "built" \
    p_int_mw 2.71 \
    drtIter0Drc 13055 \
    ir_drop_uv 5.24 \
    worstPathMaxFanout 47 \
    fp.dieW_um 1220 \
    synthCells 18825 \
    required_ns 248.56 \
    whs_endpoint "Memory[6][62]$_DFFE_PP_" \
    worst_setup_path_end_kind "output port" \
    final_area_um2 525000 \
    max_stage_delay_ns 0.70 \
    route.detailed.drc 0 \
    synth_cell_types 18 \
    hold_class "input port to flip-flop" \
    fp_util_pct 30.1 \
    tightestPinTransition_ns 1.30 \
    port_buffers 1495 \
    utilization_pct 35.6 \
    gp_congestion 0.830 \
    gr-total-overflow 0 \
    slew_headroom_pct 12.8 \
    clkSinkCount 11892 \
    ant_nets 0 \
    switching_share_pct 20.9 \
    cts_resized 0 \
    maxCapViolations 0 \
    final-setup-viol-count 0 \
    routedWlPerCell_um 29.4 \
    p_sw_mw 0.717 \
    synth_flops 11892 \
    min_from "W0_data[62]" \
    dr.pass1.iters 5 \
    clkPwrFrac_pct 41.6 \
    placedCellCount 39760 \
    grt_max_degree 109 \
    yosys.area.top_type "edfxtp_1" \
    antenna_found_initial 490 \
    leakage_nw 164 \
    start_kind "flip-flop" \
    synthTopCellsByArea "edfxtp_1, mux4_2, a22oi_1, mux2i_1, nand2_1" \
    core-area_um2 1470000 \
    yosysWarnings 1 \
    fin_tns_setup_ns 0 \
    p_comb_share_pct 5.7 \
    criticalPathCategory "flip-flop to output port" \
    hold_path_depth 1 \
    warnings 34 \
    chip_area_um2 1480000 \
    ios 1498 \
    path_cells "buf_4 -> buf_4 -> buf_4 -> buf_4 -> buf_4 -> buf_4 -> buf_4 -> buf_4 -> buf_4 -> mux4_2 -> a22oi_1 -> nand2_1 -> clkdlybuf4s50_1" \
    hold_violations 0 \
    cp_common_cell "buf_4" \
    vias_per_cell 4.98 \
    cts.hold.buffers_added 0 \
    row_count 446 \
    cellPowerDensity_nw_per_um2 6.53 \
    rsz0062_at_grt "no" \
    clk_pin_slew_ns 0.06 \
    crit_slowest_cell "buf_4" \
    n_fill_cell 131989 \
    slew_viol_final 0 \
    ys_seq_share_pct 80.4 \
    drive_gt1_share_pct 22.9 \
    cp.arrival_ns 7.85 \
    dpl_cell_area_um2 486000 \
    final_common_cell "edfxtp_1" \
    grt_use_total_pct 17.8 \
    yosys_cells 18825 \
    grt_pass1_vias 232074 \
    syn2layout_area_growth_pct 18.2 \
    hpwl_um 736000 \
    die_h_um 1220 \
    num_vias 209789 \
    avgSynthCellArea_um2 23.6 \
    wl_um 1240000 \
    seqPwrFrac_pct 52.7 \
    postCtsSetupBuffers 0 \
    fin_cells 42132 \
    final_cell_mix "edfxtp_1, mux4_2, a22oi_1" \
    grt_first_pass_wirelength_um 1730000 \
]
worst max-delay path, delay by kind of cell (launching register included):
kind | cells | cell delay [ns]
AOI/OAI and AO/OA | 1 | 0.22
buffers and inverters | 10 | 5.75
DFF | 1 | 0.58
muxes | 1 | 0.41
and+or+nand+nor | 1 | 0.23
through the flow:
stage	worst slack, ns	power, mW	hold slack [ns]
after CTS	240.44	3.46	61.57
after global routing	240.10	3.53	61.65
final	240.71	3.43	61.74
after floorplan	194.96	1.95	62.17
after detailed placement	240.68	2.04	62.59
after global placement	240.72	2.03	62.58
how the worst max path moves through the flow:
| stage | start | endpoint | slack, ns |
|---|---|---|---|
| 4_1_cts | _R0_addr_d0[0]$_DFF_P_ | R0_data[305] | 240.44 |
| 6_report | _R0_addr_d0[1]$_DFF_P_ | R0_data[334] | 240.71 |
| 5_1_grt | _R0_addr_d0[0]$_DFF_P_ | R0_data[305] | 240.10 |
power groups by stage:
stage | logic, mW | registers [mW] | clock network, mW
CTS | 0.200 | 1.81 | 1.45
global route | 0.209 | 1.81 | 1.51
finish | 0.196 | 1.81 | 1.42
synth_stat cells:
| cell type | n |
|---|---|
| a22oi_1 | 1645 |
| and2_1 | 3 |
| buf_1 | 151 |
| buf_2 | 395 |
| buf_4 | 17 |
| clkbuf_1 | 482 |
| dfxtp_1 | 4 |
| edfxtp_1 | 11888 |
| mux2i_1 | 644 |
| mux4_2 | 2650 |
| nand2_1 | 744 |
| nand2b_1 | 6 |
| nand3_1 | 164 |
| nand3b_1 | 2 |
| nor2_1 | 17 |
| nor2b_1 | 8 |
| nor3_1 | 4 |
| or3b_2 | 1 |
sequential cells by signal, summed over array words and instances, names as in the netlist:
register	count
Memory	11888
_R0_addr_d0	4
cell families (layout without fill, tap and decap cells):
| family | count (synthesis) | after routing | synth area share, % |
|---|---|---|---|
| multiplexers | 3294 | 3294 | 14.9 |
| AND/OR/NAND/NOR | 949 | 949 | 0.862 |
| flip-flops | 11892 | 11892 | 80.4 |
| AND-OR/OR-AND | 1645 | 1645 | 2.78 |
| other | 0 | 194 | 0 |
| buffers and inverters | 1045 | 4446 | 1.01 |
layout make-up:
type | count | area, um2 | area share (%)
Timing Repair Buffer | 2268 | 21300 | 4.06
Clock buffer | 1597 | 34100 | 6.49
Antenna cell | 194 | 485 | 0.0925
Clock inverter | 581 | 4610 | 0.879
Multi-Input combinational cell | 5888 | 82500 | 15.7
Sequential cell | 11892 | 357000 | 68.1
Tap cell | 19712 | 24700 | 4.70
routing by layer:
layer | vias up | GRT usage [%] | share of wire (%)
li1 | 86299 | - | -
met1 | 105646 | 17.3 | 29
met2 | 14945 | 26.8 | 48
met3 | 2603 | 14.2 | 17
met4 | 296 | 8.40 | 5.8
met5 | - | 1.18 | 0.28
No activity file was given, so power comes from the tool's default toggle rates.
