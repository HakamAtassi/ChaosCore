[flow/run.sh]
#!/bin/bash
# OpenROAD 26Q1-2900-gdf79404cd8, Yosys 0.63+post, stock flow scripts
make -C /OpenROAD-flow-scripts/flow DESIGN_CONFIG=/design/flow/config.mk WORK_HOME=/design/flow/orfs finish
[flow/constraint.sdc]
current_design ram_8x72

set clk_period 2.1
set clk_io_pct 0.2

create_clock -name clk0 -period $clk_period [get_ports {W0_clk}]

set non_clock_inputs [all_inputs -no_clocks]
set_input_delay [expr $clk_period * $clk_io_pct] -clock clk0 $non_clock_inputs
set_output_delay [expr $clk_period * $clk_io_pct] -clock clk0 [all_outputs]
[flow/config.mk]
export PLATFORM = sky130hd
export DESIGN_NAME = ram_8x72
export DESIGN_NICKNAME = ram_8x72
export VERILOG_FILES = /design/flow/design.v
export SDC_FILE = /design/flow/constraint.sdc
export NUM_CORES = 4
export LEC_CHECK = 1
export CORE_UTILIZATION = 40
[flow/design.v]
module ram_8x72(
  input  [2:0]  R0_addr,
  input         R0_en,
                R0_clk,
  output [71:0] R0_data,
  input  [2:0]  W0_addr,
  input         W0_en,
                W0_clk,
  input  [71:0] W0_data,
  input  [35:0] W0_mask
);
  reg [71:0] Memory[0:7];
  always @(posedge W0_clk) begin
    if (W0_en & W0_mask[0])
      Memory[W0_addr][32'h0 +: 2] <= W0_data[1:0];
    if (W0_en & W0_mask[1])
      Memory[W0_addr][32'h2 +: 2] <= W0_data[3:2];
    if (W0_en & W0_mask[2])
      Memory[W0_addr][32'h4 +: 2] <= W0_data[5:4];
    if (W0_en & W0_mask[3])
      Memory[W0_addr][32'h6 +: 2] <= W0_data[7:6];
    if (W0_en & W0_mask[4])
      Memory[W0_addr][32'h8 +: 2] <= W0_data[9:8];
    if (W0_en & W0_mask[5])
      Memory[W0_addr][32'hA +: 2] <= W0_data[11:10];
    if (W0_en & W0_mask[6])
      Memory[W0_addr][32'hC +: 2] <= W0_data[13:12];
    if (W0_en & W0_mask[7])
      Memory[W0_addr][32'hE +: 2] <= W0_data[15:14];
    if (W0_en & W0_mask[8])
      Memory[W0_addr][32'h10 +: 2] <= W0_data[17:16];
    if (W0_en & W0_mask[9])
      Memory[W0_addr][32'h12 +: 2] <= W0_data[19:18];
    if (W0_en & W0_mask[10])
      Memory[W0_addr][32'h14 +: 2] <= W0_data[21:20];
    if (W0_en & W0_mask[11])
      Memory[W0_addr][32'h16 +: 2] <= W0_data[23:22];
    if (W0_en & W0_mask[12])
      Memory[W0_addr][32'h18 +: 2] <= W0_data[25:24];
    if (W0_en & W0_mask[13])
      Memory[W0_addr][32'h1A +: 2] <= W0_data[27:26];
    if (W0_en & W0_mask[14])
      Memory[W0_addr][32'h1C +: 2] <= W0_data[29:28];
    if (W0_en & W0_mask[15])
      Memory[W0_addr][32'h1E +: 2] <= W0_data[31:30];
    if (W0_en & W0_mask[16])
      Memory[W0_addr][32'h20 +: 2] <= W0_data[33:32];
    if (W0_en & W0_mask[17])
      Memory[W0_addr][32'h22 +: 2] <= W0_data[35:34];
    if (W0_en & W0_mask[18])
      Memory[W0_addr][32'h24 +: 2] <= W0_data[37:36];
    if (W0_en & W0_mask[19])
      Memory[W0_addr][32'h26 +: 2] <= W0_data[39:38];
    if (W0_en & W0_mask[20])
      Memory[W0_addr][32'h28 +: 2] <= W0_data[41:40];
    if (W0_en & W0_mask[21])
      Memory[W0_addr][32'h2A +: 2] <= W0_data[43:42];
    if (W0_en & W0_mask[22])
      Memory[W0_addr][32'h2C +: 2] <= W0_data[45:44];
    if (W0_en & W0_mask[23])
      Memory[W0_addr][32'h2E +: 2] <= W0_data[47:46];
    if (W0_en & W0_mask[24])
      Memory[W0_addr][32'h30 +: 2] <= W0_data[49:48];
    if (W0_en & W0_mask[25])
      Memory[W0_addr][32'h32 +: 2] <= W0_data[51:50];
    if (W0_en & W0_mask[26])
      Memory[W0_addr][32'h34 +: 2] <= W0_data[53:52];
    if (W0_en & W0_mask[27])
      Memory[W0_addr][32'h36 +: 2] <= W0_data[55:54];
    if (W0_en & W0_mask[28])
      Memory[W0_addr][32'h38 +: 2] <= W0_data[57:56];
    if (W0_en & W0_mask[29])
      Memory[W0_addr][32'h3A +: 2] <= W0_data[59:58];
    if (W0_en & W0_mask[30])
      Memory[W0_addr][32'h3C +: 2] <= W0_data[61:60];
    if (W0_en & W0_mask[31])
      Memory[W0_addr][32'h3E +: 2] <= W0_data[63:62];
    if (W0_en & W0_mask[32])
      Memory[W0_addr][32'h40 +: 2] <= W0_data[65:64];
    if (W0_en & W0_mask[33])
      Memory[W0_addr][32'h42 +: 2] <= W0_data[67:66];
    if (W0_en & W0_mask[34])
      Memory[W0_addr][32'h44 +: 2] <= W0_data[69:68];
    if (W0_en & W0_mask[35])
      Memory[W0_addr][32'h46 +: 2] <= W0_data[71:70];
  end  
  assign R0_data = R0_en ? Memory[R0_addr] : 72'bx;
endmodule
==> metrics.yaml <==
cts_tree: "built"
core_um2: 57590
cts_setup_buffers: 0
status: "finished, violations left"
crit_path_end_kind: "output pin"
grt_pass1_wl_um: 76720
first_pass_iters: 5
chipArea_um2: 59190
cp.required_ns: 1.68
ys_area_um2: 23290
swShare_pct: 21.20
clkPwrFrac_pct: 39.0
slew_headroom_pct: 77.32
ctsHoldBuffers: 0
max_cap_violations: 0
ant_nets: 0
period_needed_ns: 2.304
largest_register_ffs: 576
syn_inst: 1199
hp-class: "in -> reg"
worst_path_max_delay_cell: "mux4_2"
hold_slack_ns: 0.5446
cts.sinks: 576
fin_setup_tns_ns: -12.10
grt_max_degree: 26
overflow: 0
final_cell_mix: "576 x edfxtp_1, 288 x nor2_1, 144 x mux4_2, 111 x clkdlybuf4s50_1, 72 x mux2_4"
powerDensity_nw_per_um2: 858.3
hold_viol: 0
cts.repair.resized: 264
antenna_found_initial: 7
cts-root-buf: "clkbuf_16"
regMostFlops: "Memory"
internal_power_w: 0.01914
setup_violations: 72
avgSynthCellArea_um2: 19.42
comb_power_share_pct: 7.7
slew_violations: 0
area_growth_pct: 21.55
layout.cells.most_common: "edfxtp_1"
combGateArea_um2: 5607
cts_buffers: 60
drtIter0Drc: 644
ys_seq_share_pct: 74.27
tightest_slew_ns: 0.3391
crit_arrival_ns: 1.88
rows: 88
crit_path_start_kind: "flop"
clkTransAtPathRegs_ns: 0.06
fillers: 4581
wl_per_cell_um: 22.20
dp_hpwl_um: 32450
path_cells: "mux4_2 -> mux2_4 -> buf_6"
worst_path_dominant_cell_family: "multiplexers"
cp_slowest_stage_delay_ns: 0.50
fp_util_pct: 40.44
post_route_cells_drive_above_1_share_pct: 29.92
switchingPower_w: 0.005149
ios: 190
crit_type: "reg -> out"
vias: 11718
io_buffer_count: 187
synth_warnings: 1
rsz0062_at_grt: "yes"
critPathBufInv: 1
leakagePower_nw: 9.378
remaining_drc_errors: 0
violations: "setup timing"
flop_area_um2: 17300
synthesis.area_um2: 23290
p_seq_share_pct: 53.3
synth_cell_type_count: 16
grt_pass1_vias: 13074
die_w_um: 243.3
setup_slack_ns: -0.2039
worst-path-max-fanout: 1
synth_flop_count: 576
max_freq_mhz: 434.0
routabilityCongestion: 0.8164
fin_crit_sh_pct: 109.7
ys_cells: 1199
die_h_um: 243.3
cts_buffer_depth: 3
vias_per_cell: 5.178
reg_top3: "Memory: 576 flops"
ir_drop_v: 0.0006834
grt_usage_pct: 19.20
warnings: 29
ctsHtreeMaxLevel: 2
routed_wl_um: 50240
[final timing paths]
| check | end | slack [ns] | start | cells past startpoint |
|---|---|---|---|---|
| worst max-delay path | R0_data[22] | -0.20 | Memory[5][22] | 3 |
| worst min-delay path | Memory[5][11] | 0.54 | W0_data[11] | 1 |
[Yosys cell counts]
cell	n	area, µm²
or3b_2	3	26.28
clkbuf_2	1	5.000
buf_6	1	11.26
edfxtp_1	576	17300
nand2_1	36	135.1
mux2_2	12	135.1
mux2_4	60	900.9
nor2_1	288	1081
buf_12	7	140.1
buf_2	25	125.1
nand3b_1	3	22.52
mux4_2	144	3243
nand3_1	1	5.000
or3_1	1	6.260
clkbuf_1	33	123.9
buf_1	8	30.03
[power by group through the flow]
stage | combinational [W] | clock (W) | sequential (W)
after CTS | 0.00191 | 0.00973 | 0.0129
after global routing | 0.00204 | 0.0101 | 0.0130
final | 0.00188 | 0.00947 | 0.0129
[logic make-up after synthesis]
group | after synthesis | synth area share (%)
DFF | 576 | 74.27
buffers and inverters | 75 | 1.870
and+or+nand+nor | 332 | 5.480
muxes | 216 | 18.38
[cell type report]
type | instances | share of cell area, %
repair buffers | 258 | 9.428
clock buffers | 74 | 5.490
diodes | 4 | 0.03536
flip-flops and latches | 576 | 61.11
clock inverters | 38 | 0.7514
multi-input cells | 548 | 19.81
well taps | 765 | 3.382
[stage by stage]
step	power, W	util (%)	worst slack (ns)	instance area, µm²	instances
final	0.02429	49.15	-0.2039	28310	2263
after floorplan	0.01406	-	0.09449	23290	1199
after global placement	0.01513	46.31	-0.4767	26670	2147
after detailed placement	0.01515	46.31	-0.4786	26670	2147
after CTS	0.02458	49.04	-0.2705	28240	2259
after global routing	0.02514	49.14	-0.2904	28300	2260
[routing by layer]
layer  wire length (µm)  global-route usage [%]  up-vias
met3               6372                   10.93       77
met2              24390                   28.68      531
li1                   -                       -     5235
met1              18560                   27.20     5869
met4                805                   2.682        6
met5                106                  0.8987        -
No activity file was given, so power comes from the tool's default toggle rates.
